==> design.v <==
module rom(input CLK, input [9:0] ADDR, output reg [15:0] DATA);
  reg [15:0] ROM [0:1023];
  integer i;
  initial
  begin
    for(i=0;i!=1024;i=i+1)
    begin
      ROM[i] = 0;
    end
    ROM[0] = 16'h0000;  
    ROM[1] = 16'ha000;  
    ROM[2] = 16'ha101;  
    ROM[3] = 16'ha20a;  
    ROM[4] = 16'ha300;  
    ROM[5] = 16'ha400;  
    ROM[6] = 16'ha500;  
    ROM[7] = 16'h2201;  
    ROM[8] = 16'h2302;  
    ROM[9] = 16'ha401;  
    ROM[10] = 16'h6040;  
    ROM[11] = 16'hc003;  
    ROM[12] = 16'h2503;  
    ROM[13] = 16'hc002;  
    ROM[14] = 16'h3503;  
    ROM[15] = 16'h3020;  
    ROM[16] = 16'hc002;  
    ROM[17] = 16'hc0f0;  
    ROM[18] = 16'h0000;  
    ROM[19] = 16'h0000;  
    ROM[20] = 16'ha010;  
    ROM[21] = 16'ha101;  
    ROM[22] = 16'h3010;  
    ROM[23] = 16'h6040;  
    ROM[24] = 16'hc002;  
    ROM[25] = 16'hc002;  
    ROM[26] = 16'hc001;  
    ROM[27] = 16'h0000;  
    ROM[28] = 16'hf0f9;  
    ROM[29] = 16'h0000;  
    ROM[30] = 16'h0000;  
  end
  always@(posedge CLK) DATA <= ROM[ADDR];
endmodule
==> run.sh <==
#!/bin/bash
# OpenROAD 26Q1-2900-gdf79404cd8, Yosys 0.63+post, stock flow scripts
make -C /OpenROAD-flow-scripts/flow DESIGN_CONFIG=/design/flow/config.mk WORK_HOME=/design/flow/orfs finish
==> config.mk <==
export PLATFORM = sky130hd
export DESIGN_NAME = rom
export DESIGN_NICKNAME = rom
export VERILOG_FILES = /design/flow/design.v
export SDC_FILE = /design/flow/constraint.sdc
export NUM_CORES = 4
export LEC_CHECK = 1
export CORE_AREA = 10 10 82 82
export DIE_AREA = 0 0 92 92
export SYNTH_MEMORY_MAX_BITS = 65536
==> constraint.sdc <==
current_design rom

set clk_period 3.6
set clk_io_pct 0.2

create_clock -name clk0 -period $clk_period [get_ports {CLK}]

set non_clock_inputs [all_inputs -no_clocks]
set_input_delay [expr $clk_period * $clk_io_pct] -clock clk0 $non_clock_inputs
set_output_delay [expr $clk_period * $clk_io_pct] -clock clk0 [all_outputs]
==> metrics.log <==
[report] implementation figures
INFO  metric run_status = finished clean
INFO  metric ys_top_cells_by_count = sky130_fd_sc_hd__dfxtp_1 (14), sky130_fd_sc_hd__nand2_1 (12), sky130_fd_sc_hd__nor2_1 (11), sky130_fd_sc_hd__a21oi_1 (9), sky130_fd_sc_hd__o21ai_0 (9)
INFO  metric diodes = 0
INFO  metric place_congestion = 0.895
INFO  metric critical_path_class = input pin to register
INFO  metric drt_drc_violations_left = 0
INFO  metric grt_max_degree = 18
INFO  metric n_fill_cell = 577
INFO  metric cts_tree = yes
INFO  metric drive_above_1_share = 6.67%
INFO  metric top_cell_area_share = 31.8%
INFO  metric top_cells_by_area = sky130_fd_sc_hd__dfxtp_1 (32%), sky130_fd_sc_hd__ha_1 (11%), sky130_fd_sc_hd__a21oi_1 (5.1%)
INFO  metric vias = approximately 840
INFO  metric async_reset_ff_share = 0%
INFO  metric setup.worst_path.start_class = input pin
INFO  metric grt_setup_unrepaired = false
INFO  metric die_w = 92 um
INFO  metric num_rows = 26
INFO  metric largest-register = DATA
INFO  metric cts.root.buffer_cell = sky130_fd_sc_hd__clkbuf_8
INFO  metric synth_cell_type_count = 34
INFO  metric synth_stat.cells = 113
INFO  metric synth_area_per_cell = 7.80 um2
INFO  metric actual_slew_at_the_worst_max_slew_pin = around 0.54 ns
INFO  metric cts-resized-gates = 0
INFO  metric tritoncts_sink_count = 14
INFO  metric core_area = approximately 5100 um2
INFO  metric global_route.usage.total = 5.31%
INFO  metric setup_bufs_post_cts = 0
INFO  metric detail_route.wl_per_cell = 11.3 um
INFO  metric post-route-min-period = 2.41 ns
INFO  metric floorplanUtilization = 17.4%
INFO  metric max-vdd-ir-drop = 0.0894 mV
INFO  metric worstHoldPathType = input pin to register
INFO  metric synthFlopType = sky130_fd_sc_hd__dfxtp_1
INFO  metric viasPerCell = 4.09
INFO  metric timing_hold_violations_final = 0
INFO  metric synth_area = 881 um2
INFO  metric syn_inst = ~110
INFO  metric die_height = 92 um
INFO  metric yosysTopAreaCell = sky130_fd_sc_hd__dfxtp_1
INFO  metric timing.final.max_slew_violations = 0
INFO  metric buffer_ports.inserted = 24
INFO  metric dr.pass1.iters = 4
INFO  metric layout.cell_area.non_filler = 1230 um2
INFO  metric final-instance-count-excl-fill = around 210
INFO  metric log.warning_count = 32
INFO  metric yosysSeqAreaShare = a little under a third
INFO  metric edf_count = 0
INFO  metric netlist.top_cell.by_instances = sky130_fd_sc_hd__dfxtp_1
INFO  metric detail-route-antenna-nets = 0
INFO  metric drv_cap = 0
INFO  metric ys_area = 881 um2
INFO  metric cts_buffer_depth = 2
INFO  metric setup-tns-final = 0 ns
INFO  metric placed_area = roughly 1200 um2
INFO  metric grt_first_pass_wirelength = 3.92 mm
INFO  metric largest_reg_flops = 14
INFO  metric cts.hold.buffers_added = 0
INFO  metric fin_crit_sh = 67.0%
INFO  metric gr-total-overflow = 0
INFO  metric power_per_cell_area = 302 nW/um2
INFO  metric slew-limit-headroom = 64.1%
INFO  metric yosys_warnings = 1
INFO  metric critPathArrivalTime = 2.59 ns
INFO  metric timing.critical_path.required = 3.78 ns
INFO  metric cts_made_buffers = 3
INFO  metric fp.dieArea = between 8000 and 9000 um2
INFO  metric endpoint_kind = register
INFO  metric dp_cells = around 200
INFO  metric detail_route.wirelength = around 2.3 mm
INFO  metric area.growth.synth_to_final = 39.9%
INFO  metric clkTransAtPathRegs = ~0.06 ns
INFO  metric cts.htree.levels = 1
INFO  metric leakagePower = 0.455 nW
INFO  metric dp.final_hpwl = 1.84 mm
INFO  metric biggestRegsByFlops = DATA x14
INFO  metric first_global_vias = 825
INFO  metric cp_max_fo = 10
INFO  metric synthesized_registers = 14
INFO  metric setup_viol = 0
INFO  metric detail_route.iter0.violations = 52
INFO  metric top_level_i_o_count = 27
INFO  metric fmax = a little over 400 MHz
INFO  metric grt_antenna_before_repair = 0
==> power breakdown <==
| part | internal (mW) | total (mW) | switching [mW] |
|---|---|---|---|
| clock network | 0.0968 | 0.153 | 0.0560 |
| logic | 0.0290 | 0.0638 | 0.0348 |
| registers | 0.156 | 0.156 | 0.000222 |
| total | 0.282 | 0.373 | 0.0910 |
==> cells in the final DEF, fill, tap and decap left out <==
cell	instances
sky130_fd_sc_hd__a211oi_1	1
sky130_fd_sc_hd__a21oi_1	9
sky130_fd_sc_hd__a22o_1	1
sky130_fd_sc_hd__a22oi_1	2
sky130_fd_sc_hd__a31oi_1	1
sky130_fd_sc_hd__buf_4	2
sky130_fd_sc_hd__clkbuf_8	4
sky130_fd_sc_hd__clkdlybuf4s50_1	24
sky130_fd_sc_hd__conb_1	2
sky130_fd_sc_hd__dfxtp_1	14
sky130_fd_sc_hd__ha_1	8
sky130_fd_sc_hd__inv_1	5
sky130_fd_sc_hd__mux2i_1	1
sky130_fd_sc_hd__nand2_1	12
sky130_fd_sc_hd__nand2b_1	2
sky130_fd_sc_hd__nand3_1	2
sky130_fd_sc_hd__nand4_1	1
sky130_fd_sc_hd__nor2_1	11
sky130_fd_sc_hd__nor2b_1	4
sky130_fd_sc_hd__nor3_1	1
sky130_fd_sc_hd__nor3b_1	1
sky130_fd_sc_hd__o211ai_1	4
sky130_fd_sc_hd__o21ai_0	9
sky130_fd_sc_hd__o21ai_1	1
sky130_fd_sc_hd__o21ai_2	1
sky130_fd_sc_hd__o22ai_1	4
sky130_fd_sc_hd__o31a_1	1
sky130_fd_sc_hd__o31ai_1	1
sky130_fd_sc_hd__o32ai_1	2
sky130_fd_sc_hd__or2_4	1
sky130_fd_sc_hd__or3_1	1
sky130_fd_sc_hd__or4_4	1
sky130_fd_sc_hd__xor2_1	1
==> layout make-up <==
class | count | area, um2 | share of cell area [%]
Timing Repair Buffer | 26 | 255 | 20.7
Inverter | 5 | 18.8 | 1.52
Clock buffer | 4 | 55.1 | 4.47
Multi-Input combinational cell | 86 | 536 | 43.5
Sequential cell | 14 | 280 | 22.7
Tap cell | 70 | 87.6 | 7.11
==> final timing paths <==
kind  endpoint  cells after the start     from  slack (ns)
max   DATA[12]                      5  ADDR[6]        1.19
min    DATA[7]                      3  ADDR[4]        1.25
==> routing by layer <==
metal | track usage (%) | wire [um] | vias up
met2 | 8.94 | 1130 | 15
met1 | 6.70 | 1020 | 382
met4 | 1.03 | 32 | 0
li1 | - | - | 438
met3 | 1.40 | 143 | 4
met5 | 0 | 0 | -
==> through the flow <==
stage | utilization (%) | setup WS, ns | hold slack [ns] | power (mW)
floorplan | - | 1.48 | 0.853 | 0.200
global placement | 23.2 | 0.967 | 1.39 | 0.223
detailed placement | 23.2 | 0.941 | 1.39 | 0.223
CTS | 24.3 | 1.19 | 1.26 | 0.379
global route | 24.3 | 1.13 | 1.30 | 0.390
finish | 24.3 | 1.19 | 1.25 | 0.373
==> worst max-delay path, stage by stage <==
cell and delay (ns):
sky130_fd_sc_hd__clkdlybuf4s50_1 0.40, sky130_fd_sc_hd__or4_4 0.54, sky130_fd_sc_hd__or3_1 0.50, sky130_fd_sc_hd__or2_4 0.31, sky130_fd_sc_hd__o21ai_1 0.12
==> kinds of logic after synthesis <==
family	synth area share, %
adder cells (fa/ha/maj)	11.4
flip-flops	31.8
other	0.426
AND-OR/OR-AND	26.1
XOR/XNOR	0.994
AND/OR/NAND/NOR	20.3
buffers and inverters	7.81
multiplexers	1.14
Power is estimated from default activity; no workload was simulated.
